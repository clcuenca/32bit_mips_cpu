==> flow/design.v <==
module decoder_5_to_32(selection, out);
	input [4:0] selection;
	output [31:0] out;
	assign out[0]  = (selection == 5'b00000);
	assign out[1]  = (selection == 5'b00001);
	assign out[2]  = (selection == 5'b00010);
	assign out[3]  = (selection == 5'b00011);
	assign out[4]  = (selection == 5'b00100);
	assign out[5]  = (selection == 5'b00101);
	assign out[6]  = (selection == 5'b00110);
	assign out[7]  = (selection == 5'b00111);
	assign out[8]  = (selection == 5'b01000);
	assign out[9]  = (selection == 5'b01001);
	assign out[10] = (selection == 5'b01010);
	assign out[11] = (selection == 5'b01011);
	assign out[12] = (selection == 5'b01100);
	assign out[13] = (selection == 5'b01101);
	assign out[14] = (selection == 5'b01110);
	assign out[15] = (selection == 5'b01111);
	assign out[16] = (selection == 5'b10000);
	assign out[17] = (selection == 5'b10001);
	assign out[18] = (selection == 5'b10010);
	assign out[19] = (selection == 5'b10011);
	assign out[20] = (selection == 5'b10100);
	assign out[21] = (selection == 5'b10101);
	assign out[22] = (selection == 5'b10110);
	assign out[23] = (selection == 5'b10111);
	assign out[24] = (selection == 5'b11000);
	assign out[25] = (selection == 5'b11001);
	assign out[26] = (selection == 5'b11010);
	assign out[27] = (selection == 5'b11011);
	assign out[28] = (selection == 5'b11100);
	assign out[29] = (selection == 5'b11101);
	assign out[30] = (selection == 5'b11110);
	assign out[31] = (selection == 5'b11111);
endmodule
module mux_32_1 (select, data_in, data_out);
	input [4 :0] select  ;  
	input [31:0] data_in ;  
	output data_out;  
	assign data_out = (~select[4] & ~select[3] & ~select[2] & ~select[1] & ~select[0] & data_in[ 0]) |
							(~select[4] & ~select[3] & ~select[2] & ~select[1] &  select[0] & data_in[ 1]) |
							(~select[4] & ~select[3] & ~select[2] &  select[1] & ~select[0] & data_in[ 2]) |
							(~select[4] & ~select[3] & ~select[2] &  select[1] &  select[0] & data_in[ 3]) |
							(~select[4] & ~select[3] &  select[2] & ~select[1] & ~select[0] & data_in[ 4]) |
							(~select[4] & ~select[3] &  select[2] & ~select[1] &  select[0] & data_in[ 5]) |
							(~select[4] & ~select[3] &  select[2] &  select[1] & ~select[0] & data_in[ 6]) |
							(~select[4] & ~select[3] &  select[2] &  select[1] &  select[0] & data_in[ 7]) |
							(~select[4] &  select[3] & ~select[2] & ~select[1] & ~select[0] & data_in[ 8]) |
							(~select[4] &  select[3] & ~select[2] & ~select[1] &  select[0] & data_in[ 9]) |
							(~select[4] &  select[3] & ~select[2] &  select[1] & ~select[0] & data_in[10]) |
							(~select[4] &  select[3] & ~select[2] &  select[1] &  select[0] & data_in[11]) |
							(~select[4] &  select[3] &  select[2] & ~select[1] & ~select[0] & data_in[12]) |
							(~select[4] &  select[3] &  select[2] & ~select[1] &  select[0] & data_in[13]) |
							(~select[4] &  select[3] &  select[2] &  select[1] & ~select[0] & data_in[14]) |
							(~select[4] &  select[3] &  select[2] &  select[1] &  select[0] & data_in[15]) |
							( select[4] & ~select[3] & ~select[2] & ~select[1] & ~select[0] & data_in[16]) |
							( select[4] & ~select[3] & ~select[2] & ~select[1] &  select[0] & data_in[17]) |
							( select[4] & ~select[3] & ~select[2] &  select[1] & ~select[0] & data_in[18]) |
							( select[4] & ~select[3] & ~select[2] &  select[1] &  select[0] & data_in[19]) |
							( select[4] & ~select[3] &  select[2] & ~select[1] & ~select[0] & data_in[20]) |
							( select[4] & ~select[3] &  select[2] & ~select[1] &  select[0] & data_in[21]) |
							( select[4] & ~select[3] &  select[2] &  select[1] & ~select[0] & data_in[22]) |
							( select[4] & ~select[3] &  select[2] &  select[1] &  select[0] & data_in[23]) |
							( select[4] &  select[3] & ~select[2] & ~select[1] & ~select[0] & data_in[24]) |
							( select[4] &  select[3] & ~select[2] & ~select[1] &  select[0] & data_in[25]) |
							( select[4] &  select[3] & ~select[2] &  select[1] & ~select[0] & data_in[26]) |
							( select[4] &  select[3] & ~select[2] &  select[1] &  select[0] & data_in[27]) |
							( select[4] &  select[3] &  select[2] & ~select[1] & ~select[0] & data_in[28]) |
							( select[4] &  select[3] &  select[2] & ~select[1] &  select[0] & data_in[29]) |
							( select[4] &  select[3] &  select[2] &  select[1] & ~select[0] & data_in[30]) |
							( select[4] &  select[3] &  select[2] &  select[1] &  select[0] & data_in[31]);
endmodule
module register_file(clock, read_register_1, read_register_2, write_register, write_data, read_data_1, read_data_2, RegWrite);
	input        clock 			       ;  
	input [4:0]  read_register_1 ;  
	input [4:0]  read_register_2 ;  
	input [4:0]  write_register  ;  
	input [31:0] write_data      ;  
	input        RegWrite        ;  
	output reg [31:0] read_data_1 ;  
	output reg [31:0] read_data_2 ;  
	reg [31:0] registers [31:0]  ;
	reg [7:0]  divider           ;
  initial begin
    divider       =  8'b00000000;
    read_data_1   = 32'h00000000;
    read_data_2   = 32'h00000000;
    registers[0]  = 32'h00000000;
    registers[1]  = 32'h00000000;
    registers[2]  = 32'h00000000;
    registers[3]  = 32'h00000000;
    registers[4]  = 32'h00000000;
    registers[5]  = 32'h00000000;
    registers[6]  = 32'h00000000;
    registers[7]  = 32'h00000000;
    registers[8]  = 32'h00000000;
    registers[9]  = 32'h00000000;
    registers[10] = 32'h00000000;
    registers[11] = 32'h00000000;
    registers[12] = 32'h00000000;
    registers[13] = 32'h00000000;
    registers[14] = 32'h00000000;
    registers[15] = 32'h00000000;
    registers[16] = 32'h00000000;
    registers[17] = 32'h00000000;
    registers[18] = 32'h00000000;
    registers[19] = 32'h00000000;
    registers[20] = 32'h00000000;
    registers[21] = 32'h00000000;
    registers[22] = 32'h00000000;
    registers[23] = 32'h00000000;
    registers[24] = 32'h00000000;
    registers[25] = 32'h00000000;
    registers[26] = 32'h00000000;
    registers[27] = 32'h00000000;
    registers[28] = 32'h00000000;
    registers[29] = 32'h00000000;
    registers[30] = 32'h00000000;
    registers[31] = 32'h00000000;
  end
  always@(posedge clock) begin
 	  if(divider == 8'b00000010) begin
	      read_data_1 <= registers[read_register_1];
	      read_data_2 <= registers[read_register_2];
	      divider++;
	  end else if(divider == 8'b00000100) begin
      if(RegWrite == 1'b1) begin
        registers[write_register] <= write_data;
      end
	    divider <= 8'b00000000;
	  end else begin
	    divider++;
	  end  
  end
endmodule
==> flow/run.sh <==
#!/bin/bash
# OpenROAD 26Q1-2900-gdf79404cd8, Yosys 0.63+post, stock flow scripts
make -C /OpenROAD-flow-scripts/flow DESIGN_CONFIG=/design/flow/config.mk WORK_HOME=/design/flow/orfs finish
==> flow/config.mk <==
export PLATFORM = sky130hd
export DESIGN_NAME = decoder_5_to_32
export DESIGN_NICKNAME = decoder_5_to_32
export VERILOG_FILES = /design/flow/design.v
export SDC_FILE = /design/flow/constraint.sdc
export NUM_CORES = 4
export LEC_CHECK = 1
export CORE_AREA = 10 10 70 70
export DIE_AREA = 0 0 80 80
==> flow/constraint.sdc <==
current_design decoder_5_to_32

set clk_period 1.1
set clk_io_pct 0.2

create_clock -name clk0 -period $clk_period

set non_clock_inputs [all_inputs -no_clocks]
set_input_delay [expr $clk_period * $clk_io_pct] -clock clk0 $non_clock_inputs
set_output_delay [expr $clk_period * $clk_io_pct] -clock clk0 [all_outputs]
==> results.txt <==
fresh numbers from the pnr run: pin count of the biggest net entering global routing=9, Antenna diodes=0, Hold Crit Endpoint=out[11], post-placement cell area=661 um2, yosys stat area=221 um2, P_int=0.138 mW, number of global-route vias before repair=561, GRT Overall Usage=0.0607, Req. time, crit path=approximately 0.88 ns, YS warnings=0, Area Growth Syn to Fin=306%, Hold Startpoint=selection[3], Top cells by area=nor2_1 (54%), or3b_4 (15%), nand3b_1 (10%), Hold Buf Count CTS=0, worst hold slack=0.771 ns, maximum net fanout on the critical path=6, Netlist Area Pre-Place=221 um2, Synth Seq Share=0, Peak VDD IR=0.0476 mV, max frequency=786 MHz, Final Max Slew Viols=0, Buffers on Ports=37, filler cell count=roughly 360, Routed Antenna Nets=0, fp util=0.0648, worst slew pin tran=about 0.17 ns, sequential share of power=0, Clk network pwr share=0, top cells by count=nor2_1 (32), clkbuf_1 (3), nand3b_1 (3), or3b_4 (3), nand2b_1 (2), RSZ-0062 raised after global routing=yes, critical path class=primary input to primary output, Die ar.=0.00640 mm2, post-route clock period utilization=1.16, Worst Hold Class=primary input to primary output, Synth cell types=9, P_sw=0.101 mW, die width=80 um, startpoint types=primary input, switching share of total power=0.423, first-pass iteration count of the detailed router=2, number of warning messages in the logs=34, Flop Count=0, Avg Cell Area, Syn=4.71 um2, HPWL after DPL=about 1300 um, I/O pin count=37, status=finished, violations left, routability cong.=0.750, Top-area cell share=0.542, combinational power share=1.000, Worst EP arrival=1.05 ns, DR iter-0 viols=8, initial antenna violation count=0, Worst Setup Slack, final=-0.173 ns, chip height=around 80 um, Routed WL per cell=13.1 um, final tally of hold violations=0, most common cell in the netlist=nor2_1, # clk buffers=0, Core Rows=21, Hold Path Stages=4, post-route minimum period=1.27 ns, core outline area=0.00342 mm2, proportion of layout cells with a drive suffix above 1=0.802, final instance area=roughly 900 um2, Yosys Instances=roughly 47, total gr overflow=0, crit path capture type=primary output, PD cells=about 270 mW/mm2, Avg Vias per Cell=3.44, failing checks=negative setup slack, Gate Count Post-Synth=47, Reg area=0 um2, routed via count=523, P_leak=0.442 nW, first-pass GRT wire length=3130 um, worst rel slew slack=0.885, Max-Cap Viols=0, Setup-failing EPs final=30, Remaining DRCs=0, cell type with the largest total area=nor2_1, WL final=1990 um
## worst max-delay path by stage
stage	from	endpoint	slack [ns]	cells after the start
after CTS	selection[0]	out[24]	-0.18	5
after global routing	selection[0]	out[26]	-0.20	7
final	selection[0]	out[4]	-0.17	5
## what timing repair did
action	CTS	global route
buffers inserted	21	1
resized	157	20
pin swaps	34	12
endpoints found under the setup margin	32	30
cloned	0	0
## cell families after synthesis
group,Yosys count,synth area share
simple gates,44,0.949
buf+inv,3,0.0508
## per-layer routing
layer	routed length (um)	vias up	track usage
li1	-	266	-
met1	998	232	0.0897
met2	739	25	0.0851
met3	254	0	0.0239
met4	0	0	0
met5	0	-	0
## placed cells by master (no fill, tap or decap)
cell type	netlist	layout
nor2_4	0	8
buf_2	0	29
buf_12	0	2
nand3b_1	3	3
nor2_2	0	9
nand2b_4	0	2
nand3_2	0	1
buf_6	0	16
dlygate4sd2_1	0	2
buf_4	0	9
or2_4	0	1
buf_8	0	3
clkdlybuf4s50_1	0	1
nor2_1	32	15
nand2_8	0	1
or3_4	0	1
or3b_4	3	3
## worst max-delay path: stages
cell and delay (ns):
buf_8 0.11, or3_4 0.39, buf_6 0.13, nor2_1 0.09
buf_2 0.11
## power by group through the flow
stage	Sequential, mW	Combinational, mW	Clock (mW)
6_report	0	0.240	0
5_1_grt	0	0.258	0
4_1_cts	0	0.214	0
## stage by stage
stage	setup TNS [ns]	worst slack, ns	std cells	power [mW]	utilization
after global placement	-27.25	-0.929	130	0.129	0.193
after CTS	-2.90	-0.181	151	0.214	0.239
after global routing	-4.28	-0.202	152	0.258	0.263
after detailed placement	-27.76	-0.950	130	0.130	0.193
final	-3.09	-0.173	152	0.240	0.263
after floorplan	0	0.152	47	0.0434	-
## final cells by class
type                       count  area [um2]  share of cell area
timing repair buffer          62         505               0.562
multi-input combinational     44         337               0.374
tap                           46        57.6              0.0640
Power figures rest on the tool's default switching activity, not on a simulated workload.
