**flow/config.mk**
```make
export PLATFORM = sky130hd
export DESIGN_NAME = alu_1
export DESIGN_NICKNAME = alu_1
export VERILOG_FILES = /design/flow/design.v
export SDC_FILE = /design/flow/constraint.sdc
export NUM_CORES = 4
export LEC_CHECK = 1
export CORE_AREA = 10 10 70 70
export DIE_AREA = 0 0 80 80
```
**flow/constraint.sdc**
```tcl
current_design alu_1

set clk_period 1.0
set clk_io_pct 0.2

create_clock -name clk0 -period $clk_period

set non_clock_inputs [all_inputs -no_clocks]
set_input_delay [expr $clk_period * $clk_io_pct] -clock clk0 $non_clock_inputs
set_output_delay [expr $clk_period * $clk_io_pct] -clock clk0 [all_outputs]
```
**flow/design.v**
```verilog
module alu_1(data_in_0, data_in_1, alu_control, zero, result, carry_in, carry_out);
	input data_in_0           ;  
	input data_in_1           ;  
	input carry_in            ;  
	input [3:0] alu_control   ;  
	output zero      ;  
	output result    ;  
	output carry_out ;  
	wire add_result;
	assign zero   = data_in_0 | data_in_1;
	assign result = ((~alu_control[3] & ~alu_control[2] & ~alu_control[1] & ~alu_control[0]) &  (data_in_0 & data_in_1)) |
						 ((~alu_control[3] & ~alu_control[2] & ~alu_control[1] &  alu_control[0]) &  (data_in_0 | data_in_1)) |
						 ((~alu_control[3] & ~alu_control[2] &  alu_control[1] & ~alu_control[0]) &  (add_result)) 			  |
						 ((~alu_control[3] &  alu_control[2] &  alu_control[1] & ~alu_control[0]) &  (add_result)) 			  |
						 ((~alu_control[3] & ~alu_control[2] &  alu_control[1] &  alu_control[0]) &  (add_result)) 			  |
						 (( alu_control[3] &  alu_control[2] & ~alu_control[1] & ~alu_control[0]) & ~(data_in_0 | data_in_1));
	full_adder_1 adder(.data_in_0(data_in_0),
							 .data_in_1(data_in_1),
							 .data_out(add_result),
							 .carry_in(carry_in),
							 .carry_out(carry_out));
endmodule
module full_adder_1(data_in_0, data_in_1, carry_in, carry_out, data_out);
	input data_in_0 ;  
	input data_in_1 ;  
	input carry_in  ;  
	output carry_out ;  
	output data_out  ;  
	assign data_out  = ((data_in_0 ^ data_in_1) ^ carry_in);
	assign carry_out = (data_in_0 & data_in_1) | ((data_in_0 ^ data_in_1) & carry_in);
endmodule
```
**flow/run.sh**
```bash
#!/bin/bash
# OpenROAD 26Q1-2900-gdf79404cd8, Yosys 0.63+post, stock flow scripts
make -C /OpenROAD-flow-scripts/flow DESIGN_CONFIG=/design/flow/config.mk WORK_HOME=/design/flow/orfs finish
```
==> results.tsv <==
metric	value	unit
status	finished with violations	
violations	setup timing	
grt_pass1_vias	158	
drtIter0Drc	0	
critPathLaunchType	primary input	
wire_per_inst	6.16	um
die_x	80	um
grt_overflow	0	
tightest_slew	0.257	ns
drc	0	
hp-class	in -> out	
setup_violations	3	
crit_path_end_kind	output pin	
grt_pass1_wl	724	um
seq_area	0	um^2
syn_to_final_growth	167	%
cp.required	0.80	ns
synth.area.top_cells	ha_1 (19%), fa_1 (15%), a2111oi_2 (11%)	
io_pins	10	
critical_path_class	in -> out	
p_leak	0.147	nW
crit_end	result	
n_sequential_cell	0	
gp_congestion	0.691	
die-height	80	um
yosys_area	135	um^2
antennaDiodeCount	0	
top_cell_area_share	18.5	%
critPathLaunch	data_in_1	
antenna_found_initial	0	
avgSynthCellArea	9.01	um^2
top_area_cell	ha_1	
totalPowerFinal	0.122	mW
final_max_slew_viol_count	0	
slew_headroom	82.8	%
port_buffers	10	
seqPwrFrac	0	%
warnings	37	
period_minus_slack	1.76	ns
fin_ws	-0.759	ns
cp_max_fo	2	
fp-row-count	21	
hold_viol	0	
dieArea	6400	um^2
cts_hold_buf	0	
power.share.switching	36.3	%
detail-route-antenna-nets	0	
fin_util	10.5	%
syn_inst	15	
holdWs	0.696	ns
yosysUniqueCellTypes	12	
internal_power	0.0780	mW
grtUsageTotal	1.39	%
drt_first_pass_iters	1	
placed_area	320	um^2
dp_cells	74	
via_per_inst	2.05	
fin_cells	76	
finalCritPeriodShare	176	%
nClkBuffers	0	
peakVddDrop	0.000107	V
rsz0062_at_grt	yes	
fp-utilization	3.96	%
yosys.stat.seqShare	0	%
synth_area	135	um^2
place_ws	-1.49	ns
fp.coreArea	3420	um^2
clockPowerShare	0	%
tns	-0.782	ns
ys_cells	15	
wirelength	468	um
cp.arrival	1.56	ns
ys_warn_count	0	
fin_area	360	um^2
drive_gt1_share	60.0	%
drv_cap	0	
timing.fmax	0.569	GHz
p_per_area	339	nW/um^2
grt_start_max_net_pins	5	
via_count	156	
comb_power_share	100.0	%
netSwitchingPower	0.0444	mW
==> critical path, cell delays in order <==
cell      delay [ns]
buf_6           0.10
fa_1            0.48
and2b_1         0.26
buf_6           0.11
a211oi_2        0.03
a211o_1         0.26
buf_2           0.12
==> cell usage after synthesis, drive strengths merged <==
cell type / n
inv: 3
ha: 2
nand2b: 2
a2111oi: 1
a211o: 1
a211oi: 1
a21o: 1
and2b: 1
fa: 1
nand4b: 1
nor2: 1
==> routing by layer <==
metal	vias to the layer above	track usage (%)	wire length, um
met4	0	0	0
met3	0	1.25	97
met5	-	0	0
met1	63	2.25	278
met2	10	1.20	92
li1	83	-	-
==> worst min path at each step <==
stage                     start  cells past startpoint        end
final                 data_in_0                      3  carry_out
after global routing  data_in_0                      3  carry_out
after CTS             data_in_1                      3  carry_out
==> area by class of cell <==
| type | count | area (um^2) |
|---|---|---|
| Fill cell | 404 | 3060 |
| Timing Repair Buffer | 15 | 145 |
| Multi-Input combinational cell | 12 | 141 |
| Inverter | 3 | 16.3 |
| Tap cell | 46 | 57.6 |
==> kinds of logic after synthesis <==
| logic type | synth area share, % |
|---|---|
| fa+ha+maj | 33.3 |
| buf+inv | 8.33 |
| simple gates | 29.6 |
| compound gates | 28.7 |
==> cell usage in the layout (no fill, tap or decap) <==
cell type        n
nand2b_4         1
and2b_1          1
buf_2            3
a211oi_2         1
ha_1             1
nand4b_1         1
a21o_1           1
nand2b_1         1
buf_6            6
a2111oi_2        1
nor2_1           1
inv_4            2
buf_8            1
fa_1             1
clkdlybuf4s50_1  4
inv_2            1
buf_4            1
a211o_1          1
ha_4             1
==> power by group through the flow <==
stage | logic (mW) | clock network (mW) | registers, mW
after CTS | 0.113 | 0 | 0
final | 0.122 | 0 | 0
after global routing | 0.135 | 0 | 0
==> what timing repair did <==
item                       in CTS  in global routing
setup endpoints to repair       3                  3
buffers inserted                2                  1
pin swaps                       4                  5
resized                        31                  6
Power and IR drop assume default switching activity.
